`config.mk`:
```
export PLATFORM = sky130hd
export DESIGN_NAME = singleport_ram
export DESIGN_NICKNAME = singleport_ram
export VERILOG_FILES = /design/flow/design.v
export SDC_FILE = /design/flow/constraint.sdc
export NUM_CORES = 4
export LEC_CHECK = 1
export CORE_UTILIZATION = 40
export SYNTH_MEMORY_MAX_BITS = 65536
```
`constraint.sdc`:
```
current_design singleport_ram

set clk_period 72.9
set clk_io_pct 0.2

create_clock -name clk0 -period $clk_period [get_ports {clock}]

set non_clock_inputs [all_inputs -no_clocks]
set_input_delay [expr $clk_period * $clk_io_pct] -clock clk0 $non_clock_inputs
set_output_delay [expr $clk_period * $clk_io_pct] -clock clk0 [all_outputs]
```
`design.v`:
```
`timescale 1ns / 1ps
module singleport_ram
    #( parameter data_width = 16,
       parameter ram_depth  = 1024
)
     ( input  clock,
    input  reset,
    input  [15:0] data_ina,
    input  [9:0]  addra,
    input  we_a,
    output reg [15:0]data_outa,
    output reg rd_data_valid
);
    reg [(data_width-1):0] sp_ram [(ram_depth-1):0];
    wire [9:0]addr_i;
    assign addr_i = addra;
    always@(posedge(clock))
    begin
        if(reset)
            begin
                data_outa <= 16'b0;
                rd_data_valid <= 1'b0;
            end
        else if(we_a)
            begin
                sp_ram[addr_i] <= data_ina;
                rd_data_valid  <= 1'b0;
            end
        else
            begin
                data_outa <= sp_ram[addr_i];
                rd_data_valid  <= 1'b1;
            end
    end
endmodule
```
`run.sh`:
```
#!/bin/bash
# OpenROAD 26Q1-2900-gdf79404cd8, Yosys 0.63+post, stock flow scripts
make -C /OpenROAD-flow-scripts/flow DESIGN_CONFIG=/design/flow/config.mk WORK_HOME=/design/flow/orfs finish
```
==> results.md <==
| Step | Metric | This run |
|:---|:---|:---|
| synth | FF+latch count, synth | 16,401 |
| synth | Count of library flops with an enable pin | 16,384 |
| grt | Aggregate global routing overflow | 0 |
| setup path | Crit path required time | 74.13 ns |
| synth | Share of async-settable or async-resettable flops after synthesis | 0% |
| synth | Most used flip-flop cell after synthesis | sky130_fd_sc_hd__edfxtp_1 |
| placement | Dpl cell area | 664,000 um^2 |
| clock network | Clock tree from TritonCTS | built |
| clock network | Inserted Clock Buffers | 1,689 |
| final timing | Final critical path time including I/O delays and setup | 24.32 ns |
| synth | Netlist Area Pre-Place | 627,000 um^2 |
| synth | Cell taking the most area after synthesis | sky130_fd_sc_hd__edfxtp_1 |
| synth | Portion of the post-synthesis area used by sequential elements | 78.5% |
| clock network | Root buf cell | sky130_fd_sc_hd__clkbuf_16 |
| routing | Routed WL per cell | 31.4 um |
| grt | Antenna violations before repair | 149 |
| grt | Global router's overall resource usage | 25.1% |
| synth | Tally of yosys warning messages | 1 |
| setup path | CP Class | in -> reg |
| synth | Cell area leaders | sky130_fd_sc_hd__edfxtp_1 (78%), sky130_fd_sc_hd__mux2i_1 (13%), sky130_fd_sc_hd__o22ai_1 (3.7%), sky130_fd_sc_hd__buf_2 (0.80%), sky130_fd_sc_hd__nor2_1 (0.78%) |
| clock network | Worst skew pair latency | 1.37 ns |
| setup path | CP startpoint kind | input port |
| synth | Post-synth mux share | 13.1% |
| grt | Wire length of the first global-routing pass | 2,550,000 um |
| die | Row cnt | 459 |
| clock network | Maximum clock insertion buffer count | 6 |
| synth | Mean instance size in the synthesized netlist | 18.4 um^2 |
| grt | Maximum number of pins on one net before global-route repair | 144 |
| clock network | Count of cells resized by post-cts repair | 0 |
| final timing | Setup TNS | 0 ns |
| finish | Core Util, Final | 45.9% |
| routing | Final wirelength | 1,830,000 um |
| final timing | Max-slew violation total from the final report | 2 |
| die | Die height | 1250 um |
| clock network | Number of buffers added to fix hold violations after cts | 0 |
| final timing | Maximum clock frequency | 0.0411 GHz |
| setup path | Highest fanout seen on the critical path | 81 |
| final timing | Final hold viol count | 0 |
| finish | Most frequently placed logic cells in the final layout | sky130_fd_sc_hd__edfxtp_1 (16,384), sky130_fd_sc_hd__mux2i_1 (8,114), sky130_fd_sc_hd__o22ai_1 (3,670) |
| final timing | Setup repair after global routing missed its margin | false |
| outcome | Violations in the final reports | max-capacitance violations, max-slew violations |
| die | Boundary Pins | 46 |
| routing | Number of DRC violations after detailed-routing iteration 0 | 20,618 |
| outcome | Result of the run | complete, but fails checks |
| routing | Antenna viol nets, final | 0 |
| synth | Cell count in the Yosys report | 34,023 |
| placement | Post-detailed-placement half-perimeter wirelength | 1,120,000 um |
| synth | Cells after synthesis | 34,023 |
| clock network | Number of H-tree branching levels | 7 |
| clock network | Sinks on Clock Net | 16,401 |
| min path | Kind of path behind the tightest hold check | reg -> reg |
| routing | Post-DR vias/cell | 5.64 |
| final timing | Worst hold margin | 0.714 ns |
| synth | Adder and majority cell fraction of the synthesized area | 0% |
| setup path | Signal arrival time at the worst endpoint | 25.55 ns |
| pwr | Power density over cell area | 27.2 nW/um^2 |
| die | Die area | 1,570,000 um^2 |
| synth | Post-synthesis simple-gate area fraction | 2.14% |
| clock network | Postcts setup bufs | 0 |
| die | Core region area | 1,560,000 um^2 |
| run | OpenROAD warning count | 62 |
| finish | Post-synthesis to final-layout area growth | 14.4% |
| final timing | Count of endpoints failing setup in the final report | 0 |
| grt | Number of global-route vias before repair | 344,226 |
| die | Pre-Place Util | 40.1% |
| routing | DRC viols | 0 |
| synth | Yosys stat chip area | 627,000 um^2 |
| placement | Final weighted congestion in routability-driven placement | 0.900 |
| synth | Area leader share | 78.5% |
| pwr | Reported leakage power | 245 nW |
| final timing | Fin crit share | 33.4% |
| synth | Count of distinct cell types in the synthesized netlist | 51 |
| die | Horizontal die dimension | 1250 um |
| final timing | Worst Clk Skew | 0.124 ns |
| synth | Xor and xnor area share after synthesis | 0% |
| clock network | Clock transition time at the flip-flop clock pins of the worst setup and hold paths | 0.06 ns |
| pwr | Peak supply drop | 0.0275 mV |
| final timing | Tightest Pin Transition | 1.64 ns |
| run | Number of max-cap violations | 1 |
| placement | Port-buffer cells | 45 |
| synth | Dominant kind of combinational cell | multiplexers |
| synth | Area fraction in compound gates | 4.64% |
| final timing | Worst slew slack as a fraction of its limit | -10.2% |
| finish | Proportion of layout cells with a drive suffix above 1 | 13.4% |
| setup path | Worst Setup End Kind | flop |
| finish | Most numerous logic cell after layout | sky130_fd_sc_hd__edfxtp_1 |
| routing | Via Count | 329,040 |
| finish | Final instance area | 717,000 um^2 |
| routing | First-pass DRT Iterations | 8 |
| pwr | Overall power consumption | 0.0195 W |
==> logic make-up after synthesis <==
logic type	after synthesis
muxes	8192
DFF	16401
buffers and inverters	2114
and+or+nand+nor	2792
AOI/OAI and AO/OA	4524
==> layout make-up <==
class	instances	area [um^2]
sequential	16401	492000
tap	20745	26000
antenna	223	558
clock buffer	2016	44000
clock inverter	959	8700
timing repair buffer	2517	19700
fill	127525	845000
multi-input combinational	15508	126000
==> worst max-delay path, stage by stage <==
cell and delay, ns:
sky130_fd_sc_hd__buf_16 0.41, sky130_fd_sc_hd__buf_4 0.66, sky130_fd_sc_hd__buf_12 0.50, sky130_fd_sc_hd__buf_4 0.70
sky130_fd_sc_hd__buf_4 0.68, sky130_fd_sc_hd__buf_4 0.60, sky130_fd_sc_hd__buf_4 0.66, sky130_fd_sc_hd__buf_4 0.55
sky130_fd_sc_hd__buf_4 0.69, sky130_fd_sc_hd__buf_4 0.81, sky130_fd_sc_hd__buf_4 0.73, sky130_fd_sc_hd__buf_4 0.69
sky130_fd_sc_hd__mux2i_1 0.30, sky130_fd_sc_hd__o22ai_1 0.13, sky130_fd_sc_hd__nor4_1 0.79, sky130_fd_sc_hd__nand3_1 0.34
sky130_fd_sc_hd__o21ai_0 0.17, sky130_fd_sc_hd__o21ai_1 0.30, sky130_fd_sc_hd__buf_4 0.29, sky130_fd_sc_hd__a211oi_1 0.27
sky130_fd_sc_hd__a311oi_1 0.13
==> final timing paths <==
path | start | to | slack [ns] | depth (start not counted)
min | data_outa[4]$_SDFFE_PP0N_ | data_outa[4]$_SDFFE_PP0N_ | 0.71 | 2
max reg2reg | sp_ram[379][12]$_DFFE_PP_ | data_outa[12]$_SDFFE_PP0N_ | 68.03 | 8
min reg2reg | data_outa[4]$_SDFFE_PP0N_ | data_outa[4]$_SDFFE_PP0N_ | 0.71 | 2
max | addra[1] | data_outa[8]$_SDFFE_PP0N_ | 48.58 | 21
==> power breakdown <==
part,switching [W],leakage [nW],internal [W]
logic,0.000621,71.5,0.000245
clock network,0.00347,25.7,0.00482
registers,0.00000292,147,0.0104
==> stage by stage <==
stage	setup slack, ns	std cells
final	48.58	58369
after global placement	47.56	55169
after CTS	48.95	58146
after floorplan	55.08	34023
after detailed placement	47.49	55171
after global routing	48.21	58242
==> flip-flops by register name, summed over array words and instances (netlist names) <==
name,count
data_outa,16
rd_data_valid,1
sp_ram,16384
==> synthesized netlist by cell type, types with 17 or more instances <==
cell / number
sky130_fd_sc_hd__o22ai_1: 3670
sky130_fd_sc_hd__a311oi_1: 32
sky130_fd_sc_hd__nand3_1: 164
sky130_fd_sc_hd__mux2_2: 78
sky130_fd_sc_hd__a21oi_1: 81
sky130_fd_sc_hd__nor4_1: 673
sky130_fd_sc_hd__mux2i_1: 8114
sky130_fd_sc_hd__o31ai_1: 32
sky130_fd_sc_hd__o2111ai_1: 235
sky130_fd_sc_hd__buf_6: 26
sky130_fd_sc_hd__nor3_1: 335
sky130_fd_sc_hd__nand4_1: 31
sky130_fd_sc_hd__a31oi_1: 32
sky130_fd_sc_hd__or4_1: 66
sky130_fd_sc_hd__edfxtp_1: 16384
sky130_fd_sc_hd__nor2b_1: 23
sky130_fd_sc_hd__nand2_1: 153
sky130_fd_sc_hd__o21ai_0: 224
sky130_fd_sc_hd__nor2_1: 1305
sky130_fd_sc_hd__buf_4: 153
sky130_fd_sc_hd__buf_2: 1006
sky130_fd_sc_hd__buf_1: 182
sky130_fd_sc_hd__clkbuf_1: 747
sky130_fd_sc_hd__dfxtp_1: 17
sky130_fd_sc_hd__o22a_1: 105
sky130_fd_sc_hd__o211ai_1: 50
==> metal layers <==
metal / up-vias / part of all wire (%) / GRT usage [%]
met5: - / 0.30 / 2.95
met4: 232 / 4.7 / 9.77
met3: 3510 / 21 / 23.2
met2: 20751 / 45 / 35.1
met1: 161662 / 30 / 26.1
li1: 142885 / - / -
Power figures rest on the tool's default switching activity, not on a simulated workload.
